<file path="/design/flow/config.mk">
export PLATFORM = sky130hd
export DESIGN_NAME = data_mem
export DESIGN_NICKNAME = data_mem
export VERILOG_FILES = /design/flow/design.v
export SDC_FILE = /design/flow/constraint.sdc
export NUM_CORES = 4
export LEC_CHECK = 1
export CORE_UTILIZATION = 40
</file>
<file path="/design/flow/constraint.sdc">
current_design data_mem

set clk_period 17.5
set clk_io_pct 0.2

create_clock -name clk0 -period $clk_period [get_ports {clk}]

set non_clock_inputs [all_inputs -no_clocks]
set_input_delay [expr $clk_period * $clk_io_pct] -clock clk0 $non_clock_inputs
set_output_delay [expr $clk_period * $clk_io_pct] -clock clk0 [all_outputs]
</file>
<file path="/design/flow/design.v">
module data_mem #(parameter AW=8)(
  input              clk,                 
  input    [AW-1:0]  DataAddress,		  
  input              ReadMem,			  
  input              WriteMem,			  
  input       [7:0]  DataIn,			  
  output logic[7:0] DataOut);			  
  logic [7:0] mem_core [2**AW]; 		  
  always_comb							  
    if(ReadMem) begin
      DataOut = mem_core[DataAddress];
    end else 
      DataOut = 16'bZ;			          
  always_ff @ (posedge clk)	              
    if(WriteMem) begin
      mem_core[DataAddress] <= DataIn;
    end
endmodule
</file>
<file path="/design/flow/run.sh">
#!/bin/bash
# OpenROAD 26Q1-2900-gdf79404cd8, Yosys 0.63+post, stock flow scripts
make -C /OpenROAD-flow-scripts/flow DESIGN_CONFIG=/design/flow/config.mk WORK_HOME=/design/flow/orfs finish
</file>
==> results.tsv <==
metric	value	unit
Yosys warnings	2	
Period minus WS final	12.33	ns
synthesized area	78330	um^2
Critical Path Max Stage Delay	0.92	ns
fp_density	40.21	%
Worst Tran Pin Value	1.250	ns
outcome	complete, no violations	
fraction of layout cells with a size suffix above 1	24.91	%
gate count of the mapped netlist	3539	
Crit path top cell by count	buf_4	
Num CTS Buffers	203	
setup_tns	0	ns
post-layout period usage	70.43	%
Initial DRC Count	2440	
Setup violations, final	0	
GRT overflow	0	
VDD IR max	0.08285	mV
chip height	444.5	um
critical path's slowest cell	o41ai_2	
syn_area_per_cell	22.13	um^2
PD cells	113.5	nW/um^2
worst rel slew slack	16.42	%
count of library flops with an enable pin	2048	
global-route wire length before repair	270700	um
Core Rows	162	
cells along the critical path	buf_8 > buf_4 > buf_4 > buf_4 > mux4_2 > a22oi_1 > a21oi_1 > o41ai_2 > nand4_1 > clkdlybuf4s50_1	
post-DP HPWL	108100	um
Synth cell types	21	
kind of critical path	in -> out	
Hold Path Sink	mem_core[163][4]$_DFFE_PP_	
Commonest cells post-synth	edfxtp_1, mux4_2, a22oi_1, nor2_1, clkbuf_1	
fmax	81.13	MHz
CTS clk-pin slew, worst paths	0.06	ns
Placer Congestion	0.8582	
Critical Path Source	DataAddress[0]	
Reg with most FFs	mem_core	
Top delay family on crit path	buffers and inverters	
CP required	14.00	ns
critical path capture point type	primary output	
Synth Register Bits	2048	
critical path buffer and inverter count	5	
postcts setup bufs	0	
CP startpoint kind	input pin	
Routed Antenna Nets	0	
Root Buffer	clkbuf_16	
Tool Warnings	27	
RSZ-0062 raised after global routing	no	
drt wl/cell	28.38	um
logic area	15840	um^2
drt total wl	183800	um
register share after synthesis	78.51	%
Top cells by area	edfxtp_1, mux4_2, a22oi_1, nor2_1, a21oi_1	
via count of the first global-routing pass	40450	
TritonCTS clock tree	yes	
Area Growth Syn to Fin	12.95	%
Slew Viols, Final	0	
count leader, synth	edfxtp_1	
register area	61500	um^2
die width	444.5	um
Total GRT Usage	20.81	%
CTS Buffer Depth	3	
max FFs per register	2048	
die footprint	197600	um^2
largest net degree at the start of global routing	97	
final hold violation count	0	
DRC viols	0	
total iterations of the first detailed-routing run	29	
number of port buffers	25	
Hold Startpoint	DataIn[4]	
Crit Path Max Fanout	47	
vias per inst	5.618	
htree depth	4	
Dominant cell area share	78.51	%
clock sink total	2048	
Via Count	36377	
worst min path class	in -> reg	
hold_buf cts	0	
CP arrival	8.83	ns
initial antenna violation count	0	
fill count	15822	
# resized after CTS	0	
top flop regs	mem_core (2048)	
core area	194800	um^2
# Max-Cap Violations	0	
Chip Area, Yosys	78330	um^2
Top FF cell, synth	edfxtp_1	
Leakage	0.02658	uW
ys async rst share	0	%
IO Pins	27	
Final Total Pwr	10040	uW
# Cells Yosys	3539	
Yosys top cell by area	edfxtp_1	
worst hold stages	1	
==> routing by layer <==
layer  up-vias  global-route usage, %  share of wire, %  routed length [um]
met5         -                  2.344              0.30                 554
li1      15385                      -                 -                   -
met1     18833                  27.56                35               63450
met3       268                  13.82                15               27430
met4        10                  4.609               2.7                5051
met2      1881                  30.24                47               87290
==> layout by cell type, fill, tap and decap left out, drive strengths merged, types with 2 or more instances in the layout <==
cell type | synthesis | layout
nand2 | 28 | 28
edfxtp | 2048 | 2048
clkbuf | 145 | 251
inv | 1 | 7
nor2b | 7 | 7
nand4 | 8 | 8
buf | 87 | 157
nor2 | 232 | 232
a21oi | 128 | 128
clkinv | 0 | 94
bufinv | 0 | 16
nand3 | 13 | 13
or2 | 2 | 2
a22oi | 256 | 256
o41ai | 32 | 32
nand2b | 6 | 6
clkinvlp | 0 | 4
mux4 | 512 | 512
nor3 | 30 | 30
and2 | 3 | 3
clkdlybuf4s50 | 0 | 15
==> area by class of cell <==
type	instances	area share, %
flip-flops and latches	2048	69.51
multi-input cells	1258	17.90
clock buffers	251	6.017
well taps	2624	3.711
repair buffers	172	1.643
clock inverters	120	1.211
inverters	1	0.004243
diodes	1	0.002828
==> where the power goes <==
group / switching [uW] / internal [uW]
combinational: 293 / 155
clock: 1790 / 2390
sequential: 2.08 / 5410
==> through the flow <==
step	setup slack [ns]	util, %	hold slack [ns]	area, um^2	instances
5_1_grt	5.007	45.42	3.078	88470	6474
6_report	5.174	45.42	3.072	88470	6475
3_3_place_gp	5.126	42.14	3.927	82080	6103
3_5_place_dp	5.128	42.14	3.937	82080	6103
4_1_cts	5.113	45.42	3.040	88470	6474
2_1_floorplan	8.759	-	3.599	78330	3539
==> worst max path at each step <==
stage	endpoint	slack, ns	cells after the start
CTS	DataOut[1]	5.11	10
global route	DataOut[1]	5.01	10
finish	DataOut[1]	5.17	10
==> cell families (layout without fill, tap and decap cells) <==
logic type / Yosys count / after routing / share of synthesized area [%]
buffers and inverters: 233 / 544 / 1.404
AOI/OAI and AO/OA: 416 / 416 / 3.629
other: 0 / 1 / 0
DFF: 2048 / 2048 / 78.51
and+or+nand+nor: 330 / 330 / 1.736
muxes: 512 / 512 / 14.72
Power and IR drop assume default switching activity.
